==> design/flow/design.v <==
module bcd_counter (
    input  wire       clk_en_pulse,  
    input  wire       reset_n,       
    output reg  [3:0] bcd,           
    output reg        carry          
);
    always @(posedge clk_en_pulse or negedge reset_n) begin
        if (!reset_n) begin
            bcd   <= 4'd0;
            carry <= 1'b0;
        end else begin
            if (bcd == 4'd9) begin
                bcd   <= 4'd0;
                carry <= 1'b1;       
            end else begin
                bcd   <= bcd + 4'd1;
                carry <= 1'b0;       
            end
        end
    end
endmodule
module clockdivider(
		input CLK_50_MHz,
		input reset_n,
		output reg CLK_100Hz = 0,
		output reg  tick_100Hz    
);
   localparam integer HALF = 250_000 - 1;   
	reg [17:0] count_reg = 0;
	always @(posedge CLK_50_MHz) begin
	if (!reset_n)begin
		count_reg  <= 18'b0;
		CLK_100Hz <= 1'b0;
		tick_100Hz <= 1'b0;
	end else begin
		tick_100Hz <= 1'b0;           
		if(count_reg < 249999) begin
			count_reg <= count_reg + 18'b1;
		end else begin 
			count_reg <= 18'd0;
			CLK_100Hz <= ~CLK_100Hz;
			tick_100Hz <= 1'b1;       
		end
	end
end
endmodule	
module ms_clock_switched (
    input  wire tick_in,    
    input  wire run_n,      
    output wire tick_out    
);
    assign tick_out = (run_n == 1'b0) ? tick_in : 1'b0;
endmodule
module seven_segment_decoder(
    input  [3:0] bcd,
    output reg [0:6] HEX    
);
    always @* begin
        case (bcd)
            4'd0: HEX = 7'b0000001;
            4'd1: HEX = 7'b1001111;
            4'd2: HEX = 7'b0010010;
            4'd3: HEX = 7'b0000110;
            4'd4: HEX = 7'b1001100;
            4'd5: HEX = 7'b0100100;
            4'd6: HEX = 7'b0100000;
            4'd7: HEX = 7'b0001111;
            4'd8: HEX = 7'b0000000;
            4'd9: HEX = 7'b0001100;
            default: HEX = 7'b1111111;  
        endcase
    end
endmodule
module stopwatch(CLOCK_50,KEY,HEX0,HEX1,HEX2,HEX3,HEX4,HEX5);
	input CLOCK_50;
	input [1:0]KEY;
	output [0:7] HEX0,HEX1,HEX2,HEX3,HEX4,HEX5;
	wire reset_n = KEY[1];
	wire tick_100Hz;
	wire ms_clk;
	wire tenths_in,ones_in,tens_in;
	wire dummy_carry;
	wire [3:0]hundredths_bcd,tenths_bcd,ones_bcd,tens_bcd;
	wire clk_100Hz_sq;  
	clockdivider u_div(
        .CLK_50_MHz (CLOCK_50),
        .reset_n    (reset_n),
        .CLK_100Hz  (clk_100Hz_sq),
        .tick_100Hz (tick_100Hz)
    );
    ms_clock_switched u_gate (
        .tick_in (tick_100Hz),
        .run_n   (KEY[0]),
        .tick_out(ms_clk)
    );
	bcd_counter u_hundredths (
			  .clk_en_pulse (ms_clk),
			  .reset_n      (reset_n),
			  .bcd          (hundredths_bcd),
			  .carry        (tenths_in)
		 );
	bcd_counter u_tenths (
			  .clk_en_pulse (tenths_in),
			  .reset_n      (reset_n),
			  .bcd          (tenths_bcd),
			  .carry        (ones_in)
		 );
	 bcd_counter u_ones (
			  .clk_en_pulse (ones_in),
			  .reset_n      (reset_n),
			  .bcd          (ones_bcd),
			  .carry        (tens_in)
		 );
    bcd_counter u_tens (
        .clk_en_pulse (tens_in),
        .reset_n      (reset_n),
        .bcd          (tens_bcd),
        .carry        (dummy_carry)
    );
	 wire [0:6] seg_hundredths, seg_tenths, seg_ones, seg_tens;
	 seven_segment_decoder dec_hundredths (.bcd(hundredths_bcd), .HEX(seg_hundredths));
    seven_segment_decoder dec_tenths     (.bcd(tenths_bcd),     .HEX(seg_tenths));
    seven_segment_decoder dec_ones       (.bcd(ones_bcd),       .HEX(seg_ones));
    seven_segment_decoder dec_tens       (.bcd(tens_bcd),       .HEX(seg_tens));
    assign HEX2[0:6] = seg_hundredths;  assign HEX2[7] = 1'b1;  
    assign HEX3[0:6] = seg_tenths;      assign HEX3[7] = 1'b1;  
    assign HEX4[0:6] = seg_ones;        assign HEX4[7] = 1'b0;  
    assign HEX5[0:6] = seg_tens;        assign HEX5[7] = 1'b1;  
    assign HEX0 = 8'b1111_1111;
    assign HEX1 = 8'b1111_1111;
endmodule
==> design/flow/run.sh <==
#!/bin/bash
# OpenROAD 26Q1-2900-gdf79404cd8, Yosys 0.63+post, stock flow scripts
make -C /OpenROAD-flow-scripts/flow DESIGN_CONFIG=/design/flow/config.mk WORK_HOME=/design/flow/orfs finish
==> design/flow/config.mk <==
export PLATFORM = sky130hd
export DESIGN_NAME = stopwatch
export DESIGN_NICKNAME = stopwatch
export VERILOG_FILES = /design/flow/design.v
export SDC_FILE = /design/flow/constraint.sdc
export NUM_CORES = 4
export LEC_CHECK = 1
export CORE_AREA = 10 10 114 114
export DIE_AREA = 0 0 124 124
==> design/flow/constraint.sdc <==
current_design stopwatch

set clk_period 3.2
set clk_io_pct 0.2

create_clock -name clk0 -period $clk_period [get_ports {CLOCK_50}]

set non_clock_inputs [all_inputs -no_clocks]
set_input_delay [expr $clk_period * $clk_io_pct] -clock clk0 $non_clock_inputs
set_output_delay [expr $clk_period * $clk_io_pct] -clock clk0 [all_outputs]
==> qor.txt <==
Outcome: finished clean
Slew Viols, Final: 0
Post-synth EDFFs: 0
Largest net degree at the start of global routing: 22
Largest stage delay on the critical path: 0.46 ns
Clk latency late pin: 0.25 ns
Number of flip-flops in the largest register: 18
Leakage power: 1.198 nW
Final setup violation count: 0
Post-detailed-route count of antenna-violating nets: 0
Clock-pin slew on the worst setup and hold paths: 0.07 ns
# Cells Yosys: 308
Routability cong.: 0.8166
Levels on crit path: 4
Root buffer cell: clkbuf_8
Yosys Chip Area: 2489 µm²
CTS HTree Levels: 1
First-pass GRT wire length: 8107 µm
Slew headroom: 46.60%
Crit path cell chain: clkdlybuf4s50_1, buf_4, nand2_1, a211oi_1
Syn_area_per_cell: 8.080 µm²
Register area share after synthesis: 34.39%
WL/cell: 10.63 µm
Tightest Pin Transition: 0.8009 ns
Register area: 855.8 µm²
Top cells by count, synth: nand2_1, o21ai_0
DRT iter0 DRCs: 70
Die boundary width: 124 µm
Synth Instances: 308
# IOs: 51
GR Util met3: 0.9642%
DRC viols: 0
Tool warning count: 41
PortBufs: 30
Fin worst setup slack: 1.192 ns
Register pins left without a clock: 19
Buf/Inv on CP: 2
Slowest stage cell, crit path: clkdlybuf4s50_1
Core area: 10420 µm²
Data arrival, critical path: 2.16 ns
Post-layout util: 27.50%
Critical Path Sink: u_div.count_reg[15]$_SDFF_PN0_
Combinational Area: 1431 µm²
Endpoints left unconstrained: 47
Remaining global-route overflow: 0
Number of global-route vias before repair: 1806
Share of flip-flops with an asynchronous set or reset: 50.00%
TritonCTS clock tree: built
Area leader, netlist: dfrtp_1
Crit. Startpoint: KEY[1]
RSZ-0062 raised after global routing: false
R2r setup slk: 1.21 ns
Setup WS pre-CTS: 0.8782 ns
VDD IR-drop max: 119.4 µV
Worst reg2reg path endpoint: u_div.count_reg[15]$_SDFF_PN0_
Crit path required time: 3.35 ns
FP Util: 23.89%
Area Growth Syn to Fin: 15.08%
Top area cell types: dfrtp_1, dfxtp_1, ha_1, buf_4, o21ai_0
1st-pass router iterations: 4
Max cap viols: 0
GR peak layer: met2
Vert. Die Dim: 124 µm
Yosys Warn Count: 3
Routed vias/inst: 4.302
Area leader share: 19.11%
Via count: 1992
Synth Cell Area: 2489 µm²
Count leader, synth: nand2_1
Critical Path Sink Type: register
Synth Flop Type: dfxtp_1
Worst-case clock buffer depth: 2
Gr usage total: 6.039%
Max frequency: 498.0 MHz
Crit path kind: primary input to register
Post-cts sizing count: 0
FF+latch count, synth: 38
Crit path max fanout: 21
Unique masters post-synth: 38
Filler cell count: 1108
Chip area: 15380 µm²
Worst setup SP type: primary input
Diode count: 0
CP top delay family: buffers and inverters
Initial antenna violation count: 0
M1 GR Usage: 8.195%
Final Hold Viols: 0
Share of layout cells above drive strength 1: 3.364%
Critical R2R Launch: u_div.count_reg[0]$_SDFF_PN0_
Cts bufs inserted: 3
DP HPWL: 3767 µm
GRT met2 Usage: 10.40%
Final worst path period share: 62.75%
FF-to-FF path depth: 5
Fin Setup TNS: 0 ns
Hold buffers post-CTS: 0
Min cycle time layout: 2.008 ns
Postcts setup bufs: 0
Clock skew: 0.001277 ns
PwrDens: 146.7 nW/µm²
Final wirelength: 4920 µm
Hold WC Path Type: register to register
Row count: 37
Post-layout power: 0.0004201 W
## final cells by class
type                            count  share of cell area, %
Multi-Input combinational cell    240                  49.98
Timing Repair Buffer               31                  10.75
Clock buffer                        3                  1.442
Inverter                           14                  1.835
Tap cell                          136                  5.941
Clock inverter                      1                 0.1747
Sequential cell                    38                  29.88
## report_power, final
part           internal [W]  switching (W)   total, W
Sequential         0.000239     0.00000277   0.000242
Combinational    0.00000624      0.0000113  0.0000175
Clock             0.0000863      0.0000741   0.000160
Total              0.000332      0.0000881   0.000420
## placed cells by master (no fill, tap or decap), types with 2 or more instances in the layout
cell type        synthesis  final
a211oi_1                 4      4
ha_1                    21     21
dfxtp_1                 19     19
or2_2                    4      4
xor2_1                   8      8
dfrtp_1                 19     19
nand2b_1                 5      5
nor3_1                  14     14
clkbuf_8                 0      3
xnor2_1                  7      7
a31oi_1                  4      4
o31ai_1                  2      2
a21boi_0                 2      2
nand3_1                  7      7
conb_1                   2     20
and4_1                   3      3
nand2_1                 36     36
clkdlybuf4s50_1          0     30
o41ai_1                  2      2
o21ai_0                 28     28
or3_1                    3      3
nand4_1                  5      5
a21oi_1                 21     21
nor3b_1                  4      4
and3_1                   7      7
inv_1                   13     13
nor2_1                  21     21
nor2b_1                  5      5
## cells by family (layout without fill, tap and decap cells)
kind of cell             after synthesis  count (layout)  synth area share, %
flip-flops                            38              38                34.39
multiplexers                           1               1               0.4525
AND/OR/NAND/NOR                      117             117                23.18
adder cells (fa/ha/maj)               21              21                10.56
XOR/XNOR                              15              15                5.279
buffers and inverters                 48              49                10.81
other                                  2              20               0.3018
AND-OR/OR-AND                         66              66                15.03
## layer usage
metal	up-vias	share of wire [%]
met5	-	0
met2	29	46
li1	1051	-
met1	910	48
met4	0	0.33
met3	2	5.0
## metrics by stage
| stage | hold slack [ns] | std cells | instance area [µm²] |
|---|---|---|---|
| after global placement | 0.4624 | 459 | 2818 |
| after global routing | 0.5274 | 463 | 2864 |
| after CTS | 0.4903 | 463 | 2864 |
| after floorplan | 0.4432 | 326 | 2556 |
| final | 0.4854 | 463 | 2864 |
| after detailed placement | 0.4800 | 459 | 2818 |
## worst min-delay path by stage
stage                                          from                            end  slack (ns)  cells past startpoint
final                 u_div.count_reg[0]$_SDFF_PN0_  u_div.count_reg[0]$_SDFF_PN0_        0.49                      1
after global routing  u_div.count_reg[0]$_SDFF_PN0_  u_div.count_reg[0]$_SDFF_PN0_        0.53                      1
after CTS             u_div.count_reg[0]$_SDFF_PN0_  u_div.count_reg[0]$_SDFF_PN0_        0.49                      1
No activity file was given, so power comes from the tool's default toggle rates.
